--- design.v ---
module pci_wbs_wbb3_2_wbb2
(
    wb_clk_i,
    wb_rst_i,
    wbs_cyc_i,
    wbs_cyc_o,
    wbs_stb_i,
    wbs_stb_o,
    wbs_adr_i,
    wbs_adr_o,
    wbs_dat_i_i,
    wbs_dat_i_o,
    wbs_dat_o_i,
    wbs_dat_o_o,
    wbs_we_i,
    wbs_we_o,
    wbs_sel_i,
    wbs_sel_o,
    wbs_ack_i,
    wbs_ack_o,
    wbs_err_i,
    wbs_err_o,
    wbs_rty_i,
    wbs_rty_o,
    wbs_cti_i,
    wbs_bte_i,
    wbs_cab_o,
    wb_init_complete_i
) ;
input       wb_clk_i    ;
input       wb_rst_i    ;
input           wbs_cyc_i           ;
output          wbs_cyc_o           ;
input           wbs_stb_i           ;
output          wbs_stb_o           ;
input   [31:0]  wbs_adr_i           ;
output  [31:0]  wbs_adr_o           ;
input   [31:0]  wbs_dat_i_i         ;
output  [31:0]  wbs_dat_i_o         ;
input   [31:0]  wbs_dat_o_i         ;
output  [31:0]  wbs_dat_o_o         ;
input           wbs_we_i            ;
output          wbs_we_o            ;
input   [ 3:0]  wbs_sel_i           ;
output  [ 3:0]  wbs_sel_o           ;
input           wbs_ack_i           ;
output          wbs_ack_o           ;
input           wbs_err_i           ;
output          wbs_err_o           ;
input           wbs_rty_i           ;
output          wbs_rty_o           ;
input   [ 2:0]  wbs_cti_i           ;
input   [ 1:0]  wbs_bte_i           ;
output          wbs_cab_o           ;
input           wb_init_complete_i  ;
reg             wbs_cyc_o           ;
reg     [31:0]  wbs_adr_o           ;
reg     [31:0]  wbs_dat_i_o         ;
reg             wbs_dat_i_o_valid   ;
reg     [31:0]  wbs_dat_o_o         ;
reg             wbs_we_o            ;
reg     [ 3:0]  wbs_sel_o           ;
reg             wbs_ack_o           ;
reg             wbs_err_o           ;
reg             wbs_rty_o           ; 
reg             wbs_cab_o           ;
always@(posedge wb_rst_i or posedge wb_clk_i)
begin
    if (wb_rst_i)
    begin
        wbs_cyc_o           <= 1'b0  ;
        wbs_adr_o           <= 32'h0 ;
        wbs_dat_i_o         <= 32'h0 ;
        wbs_dat_o_o         <= 32'h0 ;
        wbs_sel_o           <= 4'h0  ;
        wbs_we_o            <= 1'b0  ;
        wbs_dat_i_o_valid   <= 1'b0  ;
        wbs_cab_o           <= 1'b0  ;
    end
    else
    begin:transfer_and_transfer_adr_ctrl_blk
        reg start_cycle            ;
        reg [3:0] end_cycle        ;
        reg generate_int_adr       ;
        start_cycle  = ~wbs_cyc_o & wbs_cyc_i & wbs_stb_i & ~wbs_ack_o & ~wbs_err_o & ~wbs_rty_o & wb_init_complete_i ;
        end_cycle[0] = wbs_err_i ;
        end_cycle[1] = wbs_rty_i 
                ;
        end_cycle[2] = wbs_cyc_i & wbs_stb_i & wbs_ack_i & ~wbs_cab_o ;
        end_cycle[3] = wbs_cyc_i & wbs_stb_i & wbs_ack_o & wbs_cab_o & (wbs_cti_i == 3'b111) ;
        if (wbs_dat_i_o_valid)
        begin
            if (wbs_ack_i | wbs_err_i 
                    | wbs_rty_i 
                    )
                wbs_dat_i_o_valid <= 1'b0 ;
        end
        else
        begin
            if (wbs_cyc_i & wbs_stb_i & wbs_we_i & ~wbs_ack_o & ~wbs_err_o & ~wbs_rty_o & wb_init_complete_i)
            begin
                wbs_dat_i_o       <= wbs_dat_i_i ;
                wbs_dat_i_o_valid <= 1'b1 ;
            end
        end
        if (start_cycle)
        begin
            wbs_cyc_o   <= 1'b1         ;
            wbs_sel_o   <= wbs_sel_i    ;
            wbs_we_o    <= wbs_we_i     ;
            if (wbs_cti_i == 3'b010)
            begin
                case (wbs_bte_i)
                2'b00:  begin 
                            wbs_cab_o <= 1'b1 ; 
                        end
                2'b01:  begin
                            if (wbs_adr_i[3:2] == 2'b00)
                                wbs_cab_o <= 1'b1 ;
                            else
                                wbs_cab_o <= 1'b0 ;
                        end
                2'b10:  begin
                            if (wbs_adr_i[4:2] == 3'b000)
                                wbs_cab_o <= 1'b1 ;
                            else
                                wbs_cab_o <= 1'b0 ;
                        end
                2'b11:  begin
                            if (wbs_adr_i[5:2] == 4'b0000)
                                wbs_cab_o <= 1'b1 ;
                            else
                                wbs_cab_o <= 1'b0 ;
                        end
                endcase
            end
            else
            begin
                wbs_cab_o <= 1'b0 ;
            end
        end
        else if ( wbs_cyc_o & (|end_cycle) )
        begin
            wbs_cyc_o <= 1'b0 ;
        end        
        if (start_cycle)
            wbs_adr_o <= wbs_adr_i ;
        else if (wbs_ack_i)
            wbs_adr_o[31:2] <= wbs_adr_o[31:2] + 1'b1 ;
        if (~wbs_we_o & wbs_ack_i)
            wbs_dat_o_o <= wbs_dat_o_i ;
    end
end
always@(posedge wb_rst_i or posedge wb_clk_i)
begin
    if (wb_rst_i)
    begin
        wbs_ack_o <= 1'b0 ;
        wbs_err_o <= 1'b0 ;
        wbs_rty_o <= 1'b0 ;
    end
    else
    begin
        if (wbs_ack_o)
            wbs_ack_o <= wbs_ack_i | ~wbs_stb_i ;
        else
            wbs_ack_o <= wbs_ack_i ;
        if (wbs_err_o)
            wbs_err_o <= ~wbs_stb_i ;
        else
            wbs_err_o <= wbs_err_i ;
        if (wbs_rty_o)
            wbs_rty_o <= ~wbs_stb_i ;
        else
            wbs_rty_o <= wbs_rty_i ;
    end
end
assign wbs_stb_o = (wbs_cyc_o & ~wbs_we_o & ~wbs_ack_o & ~wbs_err_o & ~wbs_rty_o) |
                   (wbs_cyc_o & wbs_stb_i & wbs_cab_o & ~wbs_we_o & wbs_cti_i != 3'b111) |
                   (wbs_cyc_o & wbs_we_o & wbs_dat_i_o_valid) ;
endmodule
--- config.mk ---
export PLATFORM = sky130hd
export DESIGN_NAME = pci_wbs_wbb3_2_wbb2
export DESIGN_NICKNAME = pci_wbs_wbb3_2_wbb2
export VERILOG_FILES = /design/flow/design.v
export SDC_FILE = /design/flow/constraint.sdc
export NUM_CORES = 4
export LEC_CHECK = 1
export CORE_UTILIZATION = 30
--- run.sh ---
#!/bin/bash
# OpenROAD 26Q1-2900-gdf79404cd8, Yosys 0.63+post, stock flow scripts
make -C /OpenROAD-flow-scripts/flow DESIGN_CONFIG=/design/flow/config.mk WORK_HOME=/design/flow/orfs finish
--- constraint.sdc ---
current_design pci_wbs_wbb3_2_wbb2

set clk_period 4.6
set clk_io_pct 0.2

create_clock -name clk0 -period $clk_period [get_ports {wb_clk_i}]

set non_clock_inputs [all_inputs -no_clocks]
set_input_delay [expr $clk_period * $clk_io_pct] -clock clk0 $non_clock_inputs
set_output_delay [expr $clk_period * $clk_io_pct] -clock clk0 [all_outputs]
==> out/summary.txt <==
Status: completed
Register Area: 2680 sq um
Register-to-Register Path Depth: 6
Tcrit/Tclk final: 70.0%
Worst slew pin tran: 0.692 ns
Arrival time worst endpoint: 2.30 ns
CTS root buffer: clkbuf_16
Antenna violations before repair: 0
Max VDD drop: 298 uV
N_diodes: 0
Register share of total power: 47.2%
Slew Viols, Final: 0
Vias in the first global route: 3843
CTS H-tree lvls: 3
Top delay family on crit path: buffers and inverters
# clock sinks: 107
Clk Latency, worst-skew pair: 0.35 ns
Worst hold start: wbs_sel_o[0]
Fin cells: 828
GPL Wtd Cong: 0.825
Req. time, crit path: 3.68 ns
GR met3 Demand/Resource: 5.76%
Int Pwr: 0.00205 W
Row count: 45
Post-synth ARST share: 100%
Placed cell count: 812
Layer with the highest usage: met2
P_leak: 3.00 nW
Critical Path Sink: wbs_stb_o
Critical Path Max Stage Delay: 0.51 ns
Die H: 127 um
Ys flop type: dfrtp_1
Max Cap Violations: 0
Logic area: 1910 sq um
P&R area growth vs syn: 57.2%
Met2 Resource Use GR: 25.0%
Mapped cell area: 4710 sq um
Startpoint types: input pin
DR WL/cell: 14.6 um
DP HPWL: 8.97 mm
Post-route ant nets: 0
Vias: 3716
Synth Instances: 395
Final setup viols: 0
Worst R2R Setup Slack: 2.25 ns
# hold bufs at CTS: 0
P_sw: 0.000713 W
Drt drc: 0
Yosys warning count: 1
Fp util: 30.9%
Io pins: 221
TNS Setup: 0 ns
Clock power frac: 26.1%
Crit end category: output pin
Power share of the combinational group: 26.7%
Fillers: 1367
Chip width: 127 um
Tool Warnings: 25
Critical Path Start: wbs_cti_i[0]
Cell Type Count: 39
Crit Path Class: in2out
Worst Skew: 0.00497 ns
Clock Tree Buf Depth: 2
Most frequent logic cells in the routed design: clkdlybuf4s50_1 (220), dfrtp_1 (107), nand2_1 (63)
#FFs+latches synth: 107
Congestion Overflow GR: 0
Post-CTS Setup Bufs: 0
Overall Power: 0.00277 W
Core area: 15300 sq um
Switching Fraction: 25.8%
Largest net degree at the start of global routing: 58
Period minus WS final: 3.22 ns
Final Hold Violation Tally: 0
Critical path depth in cells: 5
Tot GR Track Use: 15.8%
R2R Path Start: wbs_ack_o
WL final: 12.1 mm
Layout cells sized above 1: 15.6%
Largest fanout on the critical path: 2
CP bufs+invs: 2
Synth Area per Inst: 11.9 sq um
Total CTS buffers: 9
Input/output buffers: 220
CTS tree: yes
RSZ-0062 raised after global routing: no
P per Cell Area: 374 nW/um^2
Relative slew slack: 53.8%
Worst hold path type: reg2reg
Most instantiated logic cell after routing: clkdlybuf4s50_1
Worst-path clk slew: 0.07 ns
Seq share, synth: 56.8%
Initial drt markers: 149
PostCTS Resize Cnt: 0
Number of enable flip-flop cells: 0
F_max: 311 MHz
Die area: 16200 sq um
Global-route wire length before repair: 19.6 mm
# Cells Yosys: 395
Chip Area, Yosys: 4710 sq um
Endpoint of the worst register-to-register path: wbs_adr_o[31]
Slowest-stage cell, CP: clkdlybuf4s50_1
Vias per cell: 4.49
Met1 GRT Util: 22.4%
DRT Pass-1 Iters: 4
Critical path cell sequence: clkdlybuf4s50_1, nand3_1, nand3_1, a31oi_1, clkdlybuf4s50_1
## stage by stage
step                util (%)  cell area [sq um]  hold slack [ns]  setup slack [ns]
floorplan                  -               4710            0.421             0.863
finish                  48.5               7410            0.480              1.38
global route            48.5               7410            0.515              1.31
detailed placement      46.7               7130            0.470              1.38
CTS                     48.5               7410            0.487              1.37
global placement        46.7               7130            0.466              1.37
## power by group through the flow
stage	clock [W]	combinational, W	sequential [W]
CTS	0.000755	0.000751	0.00131
finish	0.000723	0.000738	0.00131
global route	0.000794	0.000809	0.00134
## kinds of logic after synthesis
group	after synthesis	synth area share (%)
buffers and inverters	29	2.89
xor gates and xnor gates	28	5.20
and+or+nand+nor	123	14.2
AOI/OAI and AO/OA	40	4.70
DFF	107	56.8
adders and majority gates	1	0.265
muxes	67	15.9
## state kept, by name, indices dropped and copies added (netlist names)
signal             flops
wbs_adr_o             32
wbs_dat_i_o           32
wbs_dat_o_o           32
wbs_sel_o              4
wbs_ack_o              1
wbs_cab_o              1
wbs_cyc_o              1
wbs_dat_i_o_valid      1
wbs_err_o              1
wbs_rty_o              1
wbs_we_o               1
## worst min-delay path, delay by kind of cell (launching register included)
family           cells  cell delay (ns)
AND/OR/NAND/NOR      2             0.10
flip-flops           1             0.35
## cell usage after synthesis, drive strengths merged (4+ instances only)
master | number | area (sq um)
nand4 | 6 | 52.6
o21ai | 30 | 150
xor2 | 6 | 52.6
buf | 5 | 46.3
mux2 | 64 | 721
nor2 | 8 | 30.0
inv | 9 | 33.8
nand3 | 14 | 70.1
dfrtp | 107 | 2680
and3 | 6 | 37.5
nor4 | 4 | 43.8
xnor2 | 22 | 193
nand2 | 63 | 236
nor3 | 13 | 106
clkbuf | 14 | 52.6
## per-layer routing
layer  wire, um  vias up  part of all wire, %
met3       1130        7                  9.3
met1       5250     1774                   43
met4         94        0                 0.78
met2       5650      139                   47
li1           -     1796                    -
met5          0        -                    0
## worst min path at each step
stage                    end  slack (ns)  depth (start not counted)
finish          wbs_sel_o[0]        0.48                          2
CTS             wbs_sel_o[0]        0.49                          2
global route  wbs_dat_i_o[0]        0.52                          1
## cell type report
cell class | count | area share (%)
well taps | 211 | 3.56
flip-flops and latches | 107 | 36.2
repair buffers | 225 | 30.2
inverters | 10 | 0.541
multi-input cells | 259 | 25.8
clock buffers | 9 | 3.04
clock inverters | 7 | 0.676
Power and IR drop assume default switching activity.
